### /design/flow/run.sh
#!/bin/bash
# OpenROAD 26Q1-2900-gdf79404cd8, Yosys 0.63+post, stock flow scripts
make -C /OpenROAD-flow-scripts/flow DESIGN_CONFIG=/design/flow/config.mk WORK_HOME=/design/flow/orfs finish
### /design/flow/config.mk
export PLATFORM = sky130hd
export DESIGN_NAME = MEM
export DESIGN_NICKNAME = MEM
export VERILOG_FILES = /design/flow/design.v
export SDC_FILE = /design/flow/constraint.sdc
export NUM_CORES = 4
export LEC_CHECK = 1
export CORE_UTILIZATION = 30
export SYNTH_MEMORY_MAX_BITS = 65536
### /design/flow/constraint.sdc
current_design MEM

set clk_period 98.4
set clk_io_pct 0.2

create_clock -name clk0 -period $clk_period [get_ports {clk}]

set non_clock_inputs [all_inputs -no_clocks]
set_input_delay [expr $clk_period * $clk_io_pct] -clock clk0 $non_clock_inputs
set_output_delay [expr $clk_period * $clk_io_pct] -clock clk0 [all_outputs]
### /design/flow/design.v
`timescale 1ns / 1ns
module MEM(
	input clk,
	input wr_enable,
	input [13:0] write_select,
	input [13:0] read_select,
	input [7:0] write_data,
	output [7:0] read_data
   );
	parameter NUM_DATA = 2500;
	reg [7:0] Data [NUM_DATA:0];
	assign read_data = (wr_enable)? 8'bz : Data[read_select];
	always@(posedge clk)
		begin
		if(wr_enable)
			Data[write_select] <= write_data;
		end
endmodule
==> flow_summary_export.csv <==
group,metric,value,unit
run_status,status,"finished, violations left",
run_status,violations,"antenna violations",
worst_setup_path,path_max_fanout,51,
sta,grt_setup_unrepaired,"no",
placement,dp_hpwl,1670000,um
die,die_height,1610,um
die,dieArea,2.60,mm2
detailed_routing,remaining_drc_errors,0,
yosys,synthCells,37100,
yosys,synth.ff_latch_count,20000,
final_layout,drive_above_1_share,23.5,%
yosys,synth.top_cells.by_count,"sky130_fd_sc_hd__edfxtp_1, sky130_fd_sc_hd__mux4_2, sky130_fd_sc_hd__nor2_1, sky130_fd_sc_hd__mux2i_1, sky130_fd_sc_hd__clkbuf_1",
worst_setup_path,critical_path_arrival,30.10,ns
sta,setup_ws,48.62,ns
yosys,ys_warn_count,2,
worst_setup_path,endpoint_kind,"output pin",
power_and_ir_drop,comb_power_share,5.6,%
power_and_ir_drop,power_switching_share,22.1,%
yosys,edf_count,20000,
detailed_routing,drt_wl_total,2550000,um
sta,report.final.hold_viol_count,0,
sta,worst_slew_margin_rel,5.29,%
power_and_ir_drop,power.share.clock,40.8,%
grt,grt_use_total,20.8,%
grt,grt_pass1_wl,3450000,um
die,row_count,591,
power_and_ir_drop,vdd_ir_drop_max,0.0000169,V
clock_network,h-tree-depth,7,
sta,time_the_worst_path_needs_with_i_o_delays_and_setup,49.78,ns
worst_setup_path,timing.critical_path.to,"read_data[0]",
job,warning_count,124,
detailed_routing,drt_wl_cell,33.7,um
yosys,netlist-cell-type-count,85,
worst_setup_path,worstPathRequired,78.72,ns
power_and_ir_drop,powerDensity,19.7,mW/mm2
grt,via_count_of_the_first_global_routing_pass,418000,
detailed_routing,num_vias,392000,
clock_network,post-cts-setup-buffer-count,0,
die,fp.dieW,1610,um
yosys,mapped_cell_area,0.777,mm2
worst_setup_path,setup.worst_path.start_class,"input pin",
detailed_routing,detail-route-antenna-nets,1,
min_path,hold_path.class,"in -> reg",
placement,pre_cts_ws,48.51,ns
clock_network,ctsLongestPathBuffers,6,
final_layout,syn_to_final_growth,14.2,%
die,io_pins,46,
power_and_ir_drop,seqPwrFrac,53.6,%
yosys,yosysChipArea,0.777,mm2
yosys,yosysSeqAreaShare,77.3,%
detailed_routing,drtIter0Drc,29800,
clock_network,path_clk_slew,0.06,ns
grt,gr-total-overflow,0,
power_and_ir_drop,internal_dissipation,13.6,mW
detailed_routing,post_drt_via_cell_ratio,5.19,
sta,total_count_of_max_transition_violations_in_the_final_report,0,
grt,grt_antenna_before_repair,383,
sta,setup_viol,0,
job,cap_violations,0,
final_layout,largest_register_ffs,20000,
placement,routabilityCongestion,0.932,
yosys,ys_cells,37100,
sta,timing.final.crit_share,50.6,%
die,core_util_floorplan,30.0,%
worst_setup_path,critical_path.startpoint,"read_select[0]",
power_and_ir_drop,power.leakage,272,nW
power_and_ir_drop,power_switching,3.87,mW
sta,max_clock_freq,20.1,MHz
grt,grt_max_degree,129,
yosys,fraction_of_registers_with_async_set_reset,0,%
clock_network,cts_tree,"done",
sta,fin_tns_setup,0,ns
yosys,synthDominantCellAreaShare,77.3,%
sta,max_slew.worst_pin.slew,1.42,ns
yosys,syn-mean-instance-area,21.0,um2
clock_network,cts_hold_repair.buffers,0,
final_layout,top_regs,"Data x20008",
yosys,largest_area_cell,"sky130_fd_sc_hd__edfxtp_1",
placement,io_buffers,41,
clock_network,cts_sinks,20000,
final_layout,top_register,"Data",
clock_network,clock_tree_root_driver_cell,"sky130_fd_sc_hd__clkbuf_16",
yosys,topCellsByArea,"sky130_fd_sc_hd__edfxtp_1, sky130_fd_sc_hd__mux4_2, sky130_fd_sc_hd__mux2i_1",
worst_setup_path,start_to_end_type_of_the_worst_setup_path,"in -> out",
yosys,most_repeated_cell_in_the_gate_level_netlist_after_synthesis,"sky130_fd_sc_hd__edfxtp_1",
die,design.core.area,2.59,mm2
yosys,postSynth.topFlopCell,"sky130_fd_sc_hd__edfxtp_1",
clock_network,cts_repair_resizes,0,
detailed_routing,firstDrtPassIters,8,
clock_network,cts-buffers-inserted,1912,
[metal layers]
layer  global-route usage (%)  up-vias  routed length [um]
met2                     28.4    27000             1120000
met3                     20.8     4952              558000
met5                     4.76        -               11600
li1                         -   160000                   -
met4                     10.9      465              149000
met1                     19.1   200000              707000
[stage by stage]
step,util [%],hold WS (ns),std cells,total power [mW],area [um2]
floorplan,-,19.78,37100,10.0,777000
global placement,31.9,20.15,71300,10.5,826000
detailed placement,31.9,20.15,71300,10.5,826000
CTS,34.2,18.62,74700,17.5,886000
global route,34.3,18.69,75100,17.9,887000
finish,34.3,18.68,75600,17.5,888000
[placed cells by master, fill, tap and decap left out, types with 113 or more instances in the layout]
cell type                   count
sky130_fd_sc_hd__mux2i_1     2321
sky130_fd_sc_hd__edfxtp_1   20000
sky130_fd_sc_hd__bufinv_16    139
sky130_fd_sc_hd__nand3_1      230
sky130_fd_sc_hd__nor3_1       305
sky130_fd_sc_hd__clkbuf_1     427
sky130_fd_sc_hd__o22ai_1      590
sky130_fd_sc_hd__nor2_1      2841
sky130_fd_sc_hd__o21ai_0      276
sky130_fd_sc_hd__nand2_1      695
sky130_fd_sc_hd__a21oi_1      545
sky130_fd_sc_hd__diode_2      858
sky130_fd_sc_hd__mux4_2      4265
sky130_fd_sc_hd__o221ai_1     647
sky130_fd_sc_hd__a211oi_1     113
sky130_fd_sc_hd__buf_4       2128
sky130_fd_sc_hd__clkinv_1     474
sky130_fd_sc_hd__a22oi_1      383
sky130_fd_sc_hd__a31oi_1      138
sky130_fd_sc_hd__clkinv_2     366
sky130_fd_sc_hd__clkbuf_16   1936
[worst min path at each step]
stage / depth (start not counted) / from / slack [ns] / end
4_1_cts: 1 / write_data[5] / 18.62 / Data[2178][5]$_DFFE_PP_
5_1_grt: 1 / write_data[5] / 18.69 / Data[2178][5]$_DFFE_PP_
6_report: 1 / write_data[3] / 18.68 / Data[378][3]$_DFFE_PP_
[power by group through the flow]
stage	Combinational, mW	Clock, mW	Sequential (mW)
global route	1.01	7.51	9.37
finish	0.976	7.14	9.37
CTS	0.960	7.21	9.37
[area by class of cell]
| cell class | count | area, um2 |
|---|---|---|
| antenna | 858 | 2150 |
| timing repair buffer | 2230 | 17800 |
| multi-input combinational | 14600 | 165000 |
| inverter | 14 | 104 |
| sequential | 20000 | 601000 |
| clock buffer | 2363 | 50000 |
| clock inverter | 1103 | 9320 |
| tap | 34400 | 43000 |
| fill | 237000 | 1700000 |
[critical path, cell delays in order]
cell,delay (ns)
sky130_fd_sc_hd__buf_16,0.33
sky130_fd_sc_hd__buf_4,0.79
sky130_fd_sc_hd__buf_4,0.66
sky130_fd_sc_hd__buf_4,0.58
sky130_fd_sc_hd__buf_4,0.78
sky130_fd_sc_hd__buf_4,0.54
sky130_fd_sc_hd__buf_4,0.51
sky130_fd_sc_hd__buf_4,0.47
sky130_fd_sc_hd__buf_4,0.59
sky130_fd_sc_hd__buf_4,0.57
sky130_fd_sc_hd__mux2i_1,0.16
sky130_fd_sc_hd__o221ai_1,0.36
sky130_fd_sc_hd__a21oi_1,0.12
sky130_fd_sc_hd__nor3_1,0.58
sky130_fd_sc_hd__o311a_1,0.43
sky130_fd_sc_hd__or4b_1,0.79
sky130_fd_sc_hd__a2111oi_2,0.47
sky130_fd_sc_hd__buf_4,0.32
sky130_fd_sc_hd__a221o_1,0.16
sky130_fd_sc_hd__buf_4,0.33
sky130_fd_sc_hd__clkdlybuf4s50_1,0.57
[cells by family after synthesis]
kind of cell / share of synthesized area, %
flops: 77.3
simple gates: 2.50
buf+inv: 1.78
mux: 15.4
compound gates: 2.97
Power is estimated from default activity; no workload was simulated.
