File: flow/constraint.sdc
current_design sys_full

set clk_period 5.3
set clk_io_pct 0.2

create_clock -name clk0 -period $clk_period [get_ports {clk}]

set non_clock_inputs [all_inputs -no_clocks]
set_input_delay [expr $clk_period * $clk_io_pct] -clock clk0 $non_clock_inputs
set_output_delay [expr $clk_period * $clk_io_pct] -clock clk0 [all_outputs]
File: flow/run.sh
#!/bin/bash
# OpenROAD 26Q1-2900-gdf79404cd8, Yosys 0.63+post, stock flow scripts
make -C /OpenROAD-flow-scripts/flow DESIGN_CONFIG=/design/flow/config.mk WORK_HOME=/design/flow/orfs finish
File: flow/design.v
`timescale 1ns / 1ns
module sys_full( cbit_out,sin_en,clk,in_data, sys_enable);
input  [7:0]in_data;
input sin_en,clk;
output reg sys_enable;
reg [15:0] cbit_data=0;  
reg [15:0]cbit_data_1=0;
reg [15:0]cbit_data_2=0; 
reg [15:0]cbit_data_3=0; 
reg [15:0]cbit_data_4=0; 
reg [15:0]cbit_data_5=0; 
reg [15:0]cbit_data_6=0; 
reg [15:0]cbit_data_7=0; 
reg [15:0]cbit_data_8=0;   
reg [15:0]bit_calc=0; 
reg [3:0] count=0; 
output reg [7:0]cbit_out=0;
localparam w1 = 8'd1, w2 = 8'd2, w3 = 8'd1, w4 = 8'd2, w5 = 8'd4, w6 = 8'd2, w7 = 8'd1, w8 = 8'd2, w9 = 8'd1;
reg [3:0] sys=0;
always@(posedge clk)
begin
	if(sin_en)
		begin
		case(sys)
		4'd0:
			begin
			count = 0;
			sys_enable = 0;
			cbit_data_1 = (w1*in_data);
			sys=4'd1;
			end
		4'd1:
			begin
			cbit_data_2 = ( w2*in_data);
			count = count+1;
			sys=4'd2;
			end
		4'd2:
			begin
			cbit_data_3 = ( w3*in_data);
			count = count+1;
			sys=4'd3;
			end		
		4'd3:
			begin
			cbit_data_4 = ( w4*in_data);
			count = count+1;
			sys=4'd4;
			end
		4'd4:
			begin
			cbit_data_5 = (w5*in_data);
			count = count+1;
			sys=4'd5;
			end
		4'd5:
			begin
			cbit_data_6 = ( w6*in_data);
			count = count+1;
			sys=4'd6;
			end
		4'd6:
			begin
			cbit_data_7 = ( w7*in_data);
			count = count+1;
			sys=4'd7;
			end
		4'd7:
			begin
			cbit_data_8 = ( w8*in_data);
			count = count+1;
			sys=4'd8;
			end
		4'd8:
			begin
			cbit_data = (w9*in_data)+cbit_data_8 + cbit_data_7 + cbit_data_6 +cbit_data_5 +cbit_data_4 +cbit_data_3 + cbit_data_2 + cbit_data_1;
			cbit_out= (((w9*in_data)+cbit_data_8 + cbit_data_7 + cbit_data_6 +cbit_data_5 +cbit_data_4 +cbit_data_3 + cbit_data_2 + cbit_data_1)>>4);
			cbit_data_1 = cbit_data;
			sys_enable = 1;
			count = count+1;
			sys=4'd0;
			end
		default:
			begin
			cbit_data_1=0;
			cbit_out =8'd127;
			count=0;
			sys=4'd0;
			end
		endcase
 end
end
endmodule 
File: flow/config.mk
export PLATFORM = sky130hd
export DESIGN_NAME = sys_full
export DESIGN_NICKNAME = sys_full
export VERILOG_FILES = /design/flow/design.v
export SDC_FILE = /design/flow/constraint.sdc
export NUM_CORES = 4
export LEC_CHECK = 1
export CORE_UTILIZATION = 30
==> results.py <==
# Metrics from the implementation run
metrics = {
    "outcome": {
        "outcome": "finished clean",
    },
    "synth": {
        "synth_largest_type_area_fraction_pct": 51.5,
        "edf_count": 81,
        "netlist_instances": 352,
        "sequential_to_total_area_share_from_yosys_stat_pct": 51.5,
        "synthFlopType": "sky130_fd_sc_hd__edfxtp_1",
        "most_common_cell": "sky130_fd_sc_hd__inv_1",
        "ys_top_cells_by_area": "sky130_fd_sc_hd__edfxtp_1, sky130_fd_sc_hd__fa_1, sky130_fd_sc_hd__inv_1",
        "synth_warnings": 1,
        "synth_async_sr_flop_share_pct": 0,
        "yosysCellCount": 352,
        "yosys.stat.chipArea_sq_um": 4720,
        "syn_area_per_cell_sq_um": 13.4,
        "yosys.cell_types.count": 36,
        "ys.flops": 81,
        "common_cells": "sky130_fd_sc_hd__inv_1, sky130_fd_sc_hd__edfxtp_1, sky130_fd_sc_hd__fa_1",
        "post-synth-top-area-cell": "sky130_fd_sc_hd__edfxtp_1",
        "cell_area_synth_sq_um": 4720,
    },
    "sta": {
        "drv_slew": 0,
        "final_period_utilization_pct": 96.7,
        "hold-worst-slack_ns": 0.695,
        "final-setup-viol-count": 0,
        "unrepaired_setup_endpoints_after_global_routing": "false",
        "fin_setup_tns_ns": 0,
        "timing.fmax_mhz": 195,
        "timing.final.crit_period_ns": 5.13,
        "tightest_slew_ns": 0.696,
        "finalClockSkew_ns": 0.00757,
        "timing_hold_violations_final": 0,
        "headroom_to_the_max_slew_limit_pct": 53.6,
    },
    "min_path": {
        "holdCritPathClass": "flip-flop to flip-flop",
        "hold_path_stages": 1,
    },
    "critical_path": {
        "worst_r2r_path_depth": 14,
        "signal_arrival_time_at_the_worst_endpoint_ns": 5.21,
        "critPathKind": "input port to flip-flop",
        "worst_ep_required_time_ns": 5.39,
        "worst_setup_path_start_kind": "input port",
        "cp_max_fo": 2,
        "worst_setup_ep_type": "flip-flop",
    },
    "route": {
        "detailroute.via_count": 2615,
        "avgRoutedWirePerCell_um": 13.9,
        "drt-total-wl_mm": 8.63,
        "detail_route.drc_violations": 0,
        "detail_route.antenna_diodes": 0,
        "post_drt_via_cell_ratio": 4.22,
        "antenna_violating_nets_remaining": 0,
        "initialDrtViolationCount": 136,
        "first_pass_iters": 4,
    },
    "floorplan": {
        "core_util_floorplan_pct": 30.9,
        "rows": 45,
        "die_y_um": 127,
        "die-area_sq_um": 16200,
        "boundaryPins": 19,
        "placeableCoreArea_sq_um": 15300,
        "die_w_um": 127,
    },
    "place": {
        "dp.cells": 603,
        "hpwlAfterDp_mm": 6.26,
        "globalplace.congestion": 0.845,
        "place.port_buffers": 18,
    },
    "grt": {
        "grt_pass1_wl_mm": 14.1,
        "maximum_number_of_pins_on_one_net_before_global_route_repair": 19,
        "grt_usage_pct": 12.3,
        "grt_antenna_before_repair": 0,
        "grt_pass1_vias": 2817,
        "grt_overflow": 0,
    },
    "power_and_ir_drop": {
        "p_per_area_nw_per_um2": 371,
        "vdd_ir_drop_max_v": 0.000161,
        "leakagePower_nw": 2.31,
    },
    "clock_tree": {
        "cts_inserted_buffers": 9,
        "cts.sink_count": 81,
        "cts.path.max_buffers": 2,
        "cts_post_setup_buffers_inserted": 0,
        "h-tree-depth": 3,
        "clock-root-buffer": "sky130_fd_sc_hd__clkbuf_16",
        "clkTransAtPathRegs_ns": 0.06,
        "cts_tree": "built",
        "worstSkewPairLatency_ns": 0.33,
    },
    "flow_run": {
        "maxCapViolCount": 0,
        "warning_count": 25,
    },
    "cells_and_area": {
        "post-route-util_pct": 36.9,
        "syn2layout_area_growth_pct": 19.1,
        "drive_gt1_share_pct": 12.3,
        "final-instance-count-excl-fill": 619,
    },
}
logic make-up after synthesis:
group | after synthesis | synth area share [%]
mux | 8 | 1.75
compound gates | 26 | 3.55
xor+xnor | 6 | 1.11
flops | 81 | 51.5
buf+inv | 99 | 7.98
fa+ha+maj | 71 | 27.4
simple gates | 61 | 6.68
state kept, by name, indices dropped and copies added (netlist names):
| register | flops |
|---|---|
| sys | 4 |
| cbit_data_6 | 8 |
| cbit_data_4 | 8 |
| cbit_out | 8 |
| cbit_data_8 | 8 |
| cbit_data_7 | 8 |
| cbit_data_3 | 8 |
| sys_enable | 1 |
| cbit_data_5 | 8 |
| cbit_data_2 | 8 |
| cbit_data_1 | 12 |
what timing repair did:
item | CTS | global route
hold buffers | 0 | 0
endpoints found under the hold margin | 0 | 0
resized | 0 | 3
setup endpoints to repair | 0 | 5
critical path: stages:
cell and delay (ns):
sky130_fd_sc_hd__clkdlybuf4s50_1 0.48, sky130_fd_sc_hd__inv_1 0.06, sky130_fd_sc_hd__fa_1 0.53, sky130_fd_sc_hd__inv_1 0.06
sky130_fd_sc_hd__fa_1 0.51, sky130_fd_sc_hd__fa_1 0.55, sky130_fd_sc_hd__inv_1 0.06, sky130_fd_sc_hd__fa_1 0.53
sky130_fd_sc_hd__inv_1 0.04, sky130_fd_sc_hd__ha_1 0.22, sky130_fd_sc_hd__fa_2 0.36, sky130_fd_sc_hd__nand3_1 0.11
sky130_fd_sc_hd__and2_1 0.16, sky130_fd_sc_hd__o21a_1 0.16, sky130_fd_sc_hd__mux2_2 0.33
final cells by class:
cell class                 count  area [sq um]
fill                        1415          9630
clock inverter                 6          35.0
sequential                    81          2430
timing repair buffer          46           390
multi-input combinational    172          1920
inverter                      93           349
clock buffer                  10           229
tap                          211           264
layer usage:
layer | GRT usage [%] | part of all wire [%]
met5 | 0 | 0
met3 | 7.64 | 12
met2 | 18.2 | 45
met4 | 1.12 | 1.2
met1 | 16.7 | 42
power breakdown:
group / switching (W) / total [W] / internal, W
sequential: 0.0000126 / 0.000747 / 0.000734
clock: 0.000239 / 0.000552 / 0.000314
combinational: 0.000423 / 0.000786 / 0.000363
path summary, 6_finish.rpt:
path,start,end,slack [ns]
worst max-delay path,in_data[3],cbit_out[5]$_SDFFCE_PN1P_,0.17
worst min-delay path,sys[0]$_DFFE_PP_,sys[0]$_DFFE_PP_,0.70
worst max register to register,cbit_data_1[3]$_DFFE_PP_,cbit_out[5]$_SDFFCE_PN1P_,1.09
worst min register to register,sys[0]$_DFFE_PP_,sys[0]$_DFFE_PP_,0.70
through the flow:
step	instance area [sq um]	setup slack, ns	total power [W]
2_1_floorplan	4720	0.385	0.00126
3_3_place_gp	5350	-0.224	0.00152
3_5_place_dp	5350	-0.248	0.00153
5_1_grt	5620	0.0272	0.00223
6_report	5620	0.173	0.00208
4_1_cts	5610	0.0929	0.00209
placed cells by master, fill, tap and decap left out, drive strengths merged, types with 2 or more instances in the layout:
cell | Yosys | layout
o21ai | 6 | 6
mux2i | 6 | 6
nor3 | 7 | 7
fa | 54 | 54
xnor2 | 4 | 4
nand2b | 4 | 4
nand3 | 2 | 2
a21oi | 6 | 6
nor2 | 18 | 18
edfxtp | 81 | 81
nor3b | 4 | 4
inv | 93 | 93
clkinv | 0 | 4
buf | 2 | 28
xor2 | 2 | 2
mux2 | 2 | 2
and2 | 2 | 2
and3 | 3 | 3
nor4 | 2 | 2
a211oi | 7 | 7
clkdlybuf4s50 | 0 | 18
clkinvlp | 0 | 2
or3 | 4 | 4
clkbuf | 4 | 10
nand2 | 10 | 10
ha | 17 | 17
Power and IR drop assume default switching activity.
