File: design/flow/constraint.sdc
current_design outMx

set clk_period 98.1
set clk_io_pct 0.2

create_clock -name clk0 -period $clk_period [get_ports {clk}]

set non_clock_inputs [all_inputs -no_clocks]
set_input_delay [expr $clk_period * $clk_io_pct] -clock clk0 $non_clock_inputs
set_output_delay [expr $clk_period * $clk_io_pct] -clock clk0 [all_outputs]
File: design/flow/design.v
`timescale 1ns / 1ps
module outMx(input [13:0]index,
	input clk,
	input [7:0] write_data,
	output reg [7:0] read_data,
	input wr_enable
   );
	parameter NUM_DATA = 2500;
	reg [7:0] outMatrix [NUM_DATA-1:0];
	integer i=0;
	initial begin
		for(i=0; i<2500; i=i+1)
			outMatrix[i] = 8'd127;
		end
	reg [11:0]k=0; 
	reg [5:0] counter=1;
	reg flag=0;
	reg control =1;
		always@(posedge clk)
		begin
		if(flag)
			begin
			read_data = outMatrix[index];
			end
		end
	always@(posedge clk)
		begin
		if(wr_enable)
		begin
		if(control)
			begin
				outMatrix[k] <= write_data;
				k=k+1;
				counter=counter+1;
				if(counter==6'd48) 
					begin
					k=k+ 12'd2;
					counter=0;
					end
				if(k==12'd2398) 
					begin
					control= 0;
					flag = 1;
					end
			end
	end 
	end
endmodule 
File: design/flow/config.mk
export PLATFORM = sky130hd
export DESIGN_NAME = outMx
export DESIGN_NICKNAME = outMx
export VERILOG_FILES = /design/flow/design.v
export SDC_FILE = /design/flow/constraint.sdc
export NUM_CORES = 4
export LEC_CHECK = 1
export CORE_UTILIZATION = 50
export SYNTH_MEMORY_MAX_BITS = 65536
File: design/flow/run.sh
#!/bin/bash
# OpenROAD 26Q1-2900-gdf79404cd8, Yosys 0.63+post, stock flow scripts
make -C /OpenROAD-flow-scripts/flow DESIGN_CONFIG=/design/flow/config.mk WORK_HOME=/design/flow/orfs finish
==> out/results.ini <==
[synth]
synthCells = 36900
ff_type = edfxtp_1
synth.top_cell.area_share = 0.774
yosysSeqAreaShare = 0.774
ys_warn_count = 1
top_cell = edfxtp_1
synth.distinct_cells = 82
avgSynthCellArea_sq_um = 21.0
synthTopCellsByArea = edfxtp_1, mux4_2, mux2i_1
ys_ff = 20000
yosysCellCount = 36900
synth.top_cells.by_count = edfxtp_1, mux4_2, nor2_1, mux2i_1, clkbuf_1
edf_count = 20000
ys_area_sq_um = 777000
largest_area_cell = edfxtp_1
async_reset_ff_frac = 0
netlist_area_sq_um = 777000

[setup_path]
ff2ff_path_depth = 8
cp.required_ns = 99.18
start_kind = primary input
path_class = in2reg
path_max_fanout = 63
worst_ep_arrival_time_ns = 30.34
r2r-start = control
end_kind = flip-flop
r2r_slack_ns = 92.68
timing.rr.end = outMatrix[431][1]

[timing]
hold_viol_final = 0
max-slew-margin-rel = 0.0424
rsz0062_at_grt = false
fmax_mhz = 34.2
slew_violations = 0
worstMarginPinSlew_ns = 1.44
tns_ns = 0
period_needed_ns = 29.26
setup_viol = 0
skew_ns = 0.130
period_used_share = 0.298

[cells_and_area]
syn_to_final_growth_pct = 12.8
finalInstanceArea_sq_um = 877000
drive_above_1_share = 0.239

[global_route]
overflow = 0
grt_usage = 0.376
grt_max_degree = 144
antenna_found_initial = 413
grt_pass1_vias = 429000
grt_pass1_wl_um = 3480000

[floorplan]
die_area_sq_um = 1560000
rows = 457
fp.dieH_um = 1250
dieWidth_um = 1250
coreArea_sq_um = 1550000
fp_util = 0.502
io_pins = 32

[job]
tool_warnings = 137
drv_cap = 0

[drt]
via_count = 397000
detailedRoute.firstPassIterationCount = 6
avgRoutedWirePerCell_um = 41.5
vias_per_cell = 6.41
final_antenna_net_count = 0
wirelength_um = 2570000
drtIter0Drc = 29800
drc = 0

[placed_design]
portBuffers = 29
gp_congestion = 0.962
post_dp_cell_area_sq_um = 809000
dp_hpwl_um = 1680000

[cts]
cts.sinks = 20000
cts_buffers = 2152
ctsResizeCount = 0
root_buffer = clkbuf_16
cts_setup_buffers = 0
clockBufferDepth = 6
cts_tree = done
clock_latency_ns = 1.39
h-tree-depth = 8
postCtsHoldBufs = 0
clk_pin_slew_ns = 0.05

[power]
p_leak_nw = 274
max-vdd-ir-drop_mv = 0.0161
power.density_nw_per_um2 = 20.5

[worst_hold_path]
min_to = control
hp-start = control
hold_path_depth = 1
hp-class = reg2reg

[run_status]
status = complete, no violations

critical path, cell delays in order:
cell      delay [ns]
buf_16          0.29
buf_4           0.64
buf_4           0.69
buf_12          0.44
buf_4           0.65
buf_12          0.48
buf_4           0.54
buf_4           0.63
buf_4           0.59
buf_4           0.60
buf_4           0.62
mux4_2          0.64
mux4_2          0.64
a211oi_1        0.72
nand3_1         0.80
nand4b_1        0.51
a32oi_1         0.16
buf_4           0.26
a311o_1         0.33
placed cells by master (no fill, tap or decap), types with 453 or more instances in the layout:
cell	n
o22ai_1	547
edfxtp_1	20000
clkbuf_16	2228
a21oi_1	561
clkbuf_1	453
nand2_1	674
nor2_1	2817
o221ai_1	656
mux2i_1	2232
diode_2	948
clkinv_1	476
mux4_2	4383
buf_4	1991
kinds of logic (layout without fill, tap and decap cells):
| family | count (synthesis) | in the layout | synth area share |
|---|---|---|---|
| fa+ha+maj | 4 | 4 | 0.0000644 |
| simple gates | 4596 | 4596 | 0.0247 |
| flops | 20000 | 20000 | 0.774 |
| compound gates | 3192 | 3192 | 0.0286 |
| mux | 6677 | 6677 | 0.157 |
| other cells | 1 | 949 | 0.00000482 |
| buf+inv | 2417 | 5769 | 0.0160 |
| xor+xnor | 22 | 22 | 0.000248 |
through the flow:
| step | setup WS (ns) | utilization | cells | power, W | hold slack [ns] |
|---|---|---|---|---|---|
| floorplan | 75.39 | - | 36900 | 0.0100 | 0.524 |
| global placement | 67.40 | 0.523 | 57300 | 0.0105 | 0.549 |
| detailed placement | 67.39 | 0.523 | 57300 | 0.0105 | 0.549 |
| CTS | 68.78 | 0.565 | 60900 | 0.0181 | 0.569 |
| global route | 68.37 | 0.565 | 61400 | 0.0184 | 0.592 |
| finish | 68.84 | 0.566 | 61900 | 0.0180 | 0.566 |
metal layers:
metal | vias up | global-route usage | wire [um]
met1 | 201000 | 0.397 | 679000
met4 | 529 | 0.211 | 179000
met2 | 30400 | 0.481 | 1130000
li1 | 160000 | - | -
met3 | 5750 | 0.354 | 562000
met5 | - | 0.111 | 18900
final cells by class:
| class | count | area [sq um] |
|---|---|---|
| clock buffers | 2681 | 57500 |
| repair buffers | 2075 | 16500 |
| fillers | 111000 | 672000 |
| multi-input cells | 14500 | 166000 |
| flip-flops and latches | 20000 | 601000 |
| diodes | 948 | 2370 |
| inverters | 17 | 120 |
| well taps | 20700 | 25800 |
| clock inverters | 996 | 7520 |
worst max-delay path by stage:
stage,start,end,slack [ns]
4_1_cts,index[0],read_data[1],68.78
5_1_grt,index[0],read_data[1],68.37
6_report,index[0],read_data[1],68.84
report_power, final:
group	switching [W]	internal, W	total (W)
sequential	0.00000322	0.00942	0.00942
combinational	0.000685	0.000288	0.000973
clock	0.00322	0.00440	0.00762
state kept, by name (all words and copies together), names as in the netlist:
signal and cells:
flag 1, counter 6, outMatrix 20000, k 12, control 1, read_data 8
Power and IR drop assume default switching activity.
